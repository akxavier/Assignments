## flow/config.mk

```make
export PLATFORM = sky130hd
export DESIGN_NAME = ripple_carry_behavioral32
export DESIGN_NICKNAME = ripple_carry_behavioral32
export VERILOG_FILES = /design/flow/design.v
export SDC_FILE = /design/flow/constraint.sdc
export NUM_CORES = 4
export LEC_CHECK = 1
export CORE_AREA = 10 10 104 104
export DIE_AREA = 0 0 114 114
```

## flow/constraint.sdc

```tcl
current_design ripple_carry_behavioral32

set clk_period 23.9
set clk_io_pct 0.2

create_clock -name clk0 -period $clk_period

set non_clock_inputs [all_inputs -no_clocks]
set_input_delay [expr $clk_period * $clk_io_pct] -clock clk0 $non_clock_inputs
set_output_delay [expr $clk_period * $clk_io_pct] -clock clk0 [all_outputs]
```

## flow/design.v

```verilog
module fa_behavioral (s, cout, a, b, c);
output s, cout;
input a, b, c;
reg cout;
wire s1, c1, c2;
ha_behavioral ha1 (.s(s1), .c(c1), .a(a), .b(b));
ha_behavioral ha2 (.s(s), .c(c2), .a(s1), .b(c));
always @ (c1, c2)
	cout = c1 | c2;
endmodule
module ha_behavioral (s, c, a, b);
output reg s, c;
input a, b;
always @ (a, b)
begin
	s = a ^ b;
	c = a & b;
end 
endmodule
module ripple_carry_behavioral32 (s, cout, a, b);
output [31:0] s;
output cout;
input [31:0] a, b;
wire [30:0] c;
fa_behavioral g0 (.s(s[0]), .cout(c[0]), .a(a[0]), .b(b[0]), .c(1'b0));
fa_behavioral g1 (.s(s[1]), .cout(c[1]), .a(a[1]), .b(b[1]), .c(c[0]));
fa_behavioral g2 (.s(s[2]), .cout(c[2]), .a(a[2]), .b(b[2]), .c(c[1]));
fa_behavioral g3 (.s(s[3]), .cout(c[3]), .a(a[3]), .b(b[3]), .c(c[2]));
fa_behavioral g4 (.s(s[4]), .cout(c[4]), .a(a[4]), .b(b[4]), .c(c[3]));
fa_behavioral g5 (.s(s[5]), .cout(c[5]), .a(a[5]), .b(b[5]), .c(c[4]));
fa_behavioral g6 (.s(s[6]), .cout(c[6]), .a(a[6]), .b(b[6]), .c(c[5]));
fa_behavioral g7 (.s(s[7]), .cout(c[7]), .a(a[7]), .b(b[7]), .c(c[6]));
fa_behavioral g8 (.s(s[8]), .cout(c[8]), .a(a[8]), .b(b[8]), .c(c[7]));
fa_behavioral g9 (.s(s[9]), .cout(c[9]), .a(a[9]), .b(b[9]), .c(c[8]));
fa_behavioral g10 (.s(s[10]), .cout(c[10]), .a(a[10]), .b(b[10]), .c(c[9]));
fa_behavioral g11 (.s(s[11]), .cout(c[11]), .a(a[11]), .b(b[11]), .c(c[10]));
fa_behavioral g12 (.s(s[12]), .cout(c[12]), .a(a[12]), .b(b[12]), .c(c[11]));
fa_behavioral g13 (.s(s[13]), .cout(c[13]), .a(a[13]), .b(b[13]), .c(c[12]));
fa_behavioral g14 (.s(s[14]), .cout(c[14]), .a(a[14]), .b(b[14]), .c(c[13]));
fa_behavioral g15 (.s(s[15]), .cout(c[15]), .a(a[15]), .b(b[15]), .c(c[14]));
fa_behavioral g16 (.s(s[16]), .cout(c[16]), .a(a[16]), .b(b[16]), .c(c[15]));
fa_behavioral g17 (.s(s[17]), .cout(c[17]), .a(a[17]), .b(b[17]), .c(c[16]));
fa_behavioral g18 (.s(s[18]), .cout(c[18]), .a(a[18]), .b(b[18]), .c(c[17]));
fa_behavioral g19 (.s(s[19]), .cout(c[19]), .a(a[19]), .b(b[19]), .c(c[18]));
fa_behavioral g20 (.s(s[20]), .cout(c[20]), .a(a[20]), .b(b[20]), .c(c[19]));
fa_behavioral g21 (.s(s[21]), .cout(c[21]), .a(a[21]), .b(b[21]), .c(c[20]));
fa_behavioral g22 (.s(s[22]), .cout(c[22]), .a(a[22]), .b(b[22]), .c(c[21]));
fa_behavioral g23 (.s(s[23]), .cout(c[23]), .a(a[23]), .b(b[23]), .c(c[22]));
fa_behavioral g24 (.s(s[24]), .cout(c[24]), .a(a[24]), .b(b[24]), .c(c[23]));
fa_behavioral g25 (.s(s[25]), .cout(c[25]), .a(a[25]), .b(b[25]), .c(c[24]));
fa_behavioral g26 (.s(s[26]), .cout(c[26]), .a(a[26]), .b(b[26]), .c(c[25]));
fa_behavioral g27 (.s(s[27]), .cout(c[27]), .a(a[27]), .b(b[27]), .c(c[26]));
fa_behavioral g28 (.s(s[28]), .cout(c[28]), .a(a[28]), .b(b[28]), .c(c[27]));
fa_behavioral g29 (.s(s[29]), .cout(c[29]), .a(a[29]), .b(b[29]), .c(c[28]));
fa_behavioral g30 (.s(s[30]), .cout(c[30]), .a(a[30]), .b(b[30]), .c(c[29]));
fa_behavioral g31 (.s(s[31]), .cout(cout), .a(a[31]), .b(b[31]), .c(c[30]));
endmodule
```

## flow/run.sh

```bash
#!/bin/bash
# OpenROAD 26Q1-2900-gdf79404cd8, Yosys 0.63+post, stock flow scripts
make -C /OpenROAD-flow-scripts/flow DESIGN_CONFIG=/design/flow/config.mk WORK_HOME=/design/flow/orfs finish
```

==> qor.txt <==
Int Power -> 0.03260 mW
Lkg Pwr -> 0.6417 nW
worst endpoint data arrival time -> 18240 ps
fp util -> 0.1028
drt first-iter violations -> 14
Fmax -> 0.04344 GHz
wirelength, routed -> 3090 um
Post-Syn Area per Cell -> 12.93 um2
cell count after synthesis -> 69
width of the die -> 114 um
Tcrit/Tclk final -> 0.9631
VDD IR max -> 10.30 uV
Post-Route Utilization -> 0.2026
Crit-path slowest cell -> clkdlybuf4s50_1
post-CTS sizing -> 0
Register Area -> 0 um2
combinational cell fraction of total power -> 1.000
RSZ-0062 raised after global routing -> no
DP Worst Slack -> 824.5 ps
cell mode on critical path -> fa_1
register area share after synthesis -> 0
largest net degree at the start of global routing -> 2
antenna violations before repair -> 0
io pins -> 97
dpl hpwl -> 3087 um
Tool Warnings -> 32
post-synth design cell area -> 892.1 um2
drt via density -> 2.942
Layout fillers -> 953
Placement Cell Area -> 1758 um2
yosys warning tally -> 2
final setup violation count -> 0
Chip Area -> 13000 um2
Crit Path Max Fanout -> 1
vias in the first global route -> 960
GRT overflow -> 0
design area -> 1758 um2
via count -> 712
Final min period -> 23020 ps
Final Non-Filler Cells -> 242
Tot Pwr -> 0.04405 mW
Pre-Repair DR Iteration Count -> 2
# Cells Yosys -> 69
final setup margin -> 881.5 ps
pwr/cell area -> 25.06 nW/um2
DIE HEIGHT -> 114 um
critical path class -> input pin to primary output
CP Capture Type -> primary output
crit-path max cell delay -> 470 ps
post-cts hold buffer count -> 0
# placed instances -> 242
switching share of total power -> 0.2599
status -> finished, final reports clean
Antenna Cells -> 0
Flop Count -> 0
port bufs -> 97
Reg power frac -> 0
first-pass GRT wire length -> 5064 um
gpl congestion -> 0.7135
Clk pwr share -> 0
Slew @ Worst Pin -> 146.6 ps
Final Hold Fails -> 0
post-route ant nets -> 0
Hold WS -> 10600 ps
number of distinct library cells after synthesis -> 4
Final Max Tran Viols -> 0
DR WL/cell -> 12.77 um
MaxCap Viol Count -> 0
Core Area -> 8678 um2
Area growth, synth to finish -> 97.06%
Yosys Chip Area -> 892.1 um2
row count -> 34
DRC Markers -> 0
CP required -> 19120 ps
layout cell share with drive strength beyond 1 -> 0
CP Launch Type -> input pin
TNS Setup -> 0 ps
Switch Pwr -> 0.01145 mW
Total GRT Usage -> 0.04801
Post-CTS Repair Setup Buffers -> 0
Max-slew headroom -> 0.9020
worst hold path class -> input pin to primary output
Layout clock buffers -> 0
[final timing paths]
check,startpoint,to,slack [ps],depth (start not counted)
max,a[0],s[31],880,36
min,b[0],s[0],10600,3
[worst max-delay path, delay by kind of cell]
| family | cells | cell delay [ps] |
|---|---|---|
| fa+ha+maj | 32 | 12450 |
| buf+inv | 4 | 1000 |
[Yosys cell counts]
| cell | count | share of area |
|---|---|---|
| ha_1 | 1 | 0.014 |
| fa_1 | 31 | 0.70 |
| buf_4 | 32 | 0.27 |
| inv_1 | 5 | 0.021 |
[logic make-up (layout without fill, tap and decap cells)]
| kind of cell | count (synthesis) | count (layout) | share of synthesized area |
|---|---|---|---|
| adders and majority gates | 32 | 32 | 0.7097 |
| buffers and inverters | 37 | 102 | 0.2903 |
[power by group through the flow]
stage	combinational [mW]	clock [mW]	sequential [mW]
6_report	0.0440	0	0
5_1_grt	0.0508	0	0
4_1_cts	0.0459	0	0
[metal layers]
layer  share of wire  GRT usage  vias up
met4               0          0        0
li1                -          -      301
met1            0.38    0.05619      313
met3            0.32    0.05369        0
met5               0          0        -
met2            0.30    0.06112       98
[placed cells by master, fill, tap and decap left out, drive strengths merged]
master,synthesis,routed
clkdlybuf4s50,0,97
fa,31,31
ha,1,1
inv,5,5
[layout make-up]
| class | count | area, um2 | share of cell area |
|---|---|---|---|
| inverters | 5 | 18.77 | 0.01068 |
| repair buffers | 97 | 970.9 | 0.5523 |
| well taps | 108 | 135.1 | 0.07687 |
| multi-input cells | 32 | 633.1 | 0.3601 |
Power figures rest on the tool's default switching activity, not on a simulated workload.

===== /design/flow/config.mk =====
export PLATFORM = sky130hd
export DESIGN_NAME = ripple_carry_gatelevel32
export DESIGN_NICKNAME = ripple_carry_gatelevel32
export VERILOG_FILES = /design/flow/design.v
export SDC_FILE = /design/flow/constraint.sdc
export NUM_CORES = 4
export LEC_CHECK = 1
export CORE_AREA = 10 10 91 91
export DIE_AREA = 0 0 101 101

===== /design/flow/constraint.sdc =====
current_design ripple_carry_gatelevel32

set clk_period 29.9
set clk_io_pct 0.2

create_clock -name clk0 -period $clk_period

set non_clock_inputs [all_inputs -no_clocks]
set_input_delay [expr $clk_period * $clk_io_pct] -clock clk0 $non_clock_inputs
set_output_delay [expr $clk_period * $clk_io_pct] -clock clk0 [all_outputs]

===== /design/flow/design.v =====
module fa_gatelevel (s, cout, a, b, c);
output s, cout;
input a, b, c;
wire c1, s1, c2;
ha_gatelevel ha1 (.s(s1), .c(c1), .a(a), .b(b));
ha_gatelevel ha2 (.s(s), .c(c2), .a(s1), .b(c));
or g1 (cout, c1, c2);
endmodule
module ha_gatelevel (s, c, a, b);
output s, c;
input a, b;
xor g1 (s, a, b);
and g2 (c, a, b);
endmodule
module ripple_carry_gatelevel32 (s, cout, a, b);
output [31:0] s;
output cout;
input [31:0] a, b;
wire [30:0] c;
fa_gatelevel g0 (.s(s[0]), .cout(c[0]), .a(a[0]), .b(b[0]), .c(1'b0));
fa_gatelevel g1 (.s(s[1]), .cout(c[1]), .a(a[1]), .b(b[1]), .c(c[0]));
fa_gatelevel g2 (.s(s[2]), .cout(c[2]), .a(a[2]), .b(b[2]), .c(c[1]));
fa_gatelevel g3 (.s(s[3]), .cout(c[3]), .a(a[3]), .b(b[3]), .c(c[2]));
fa_gatelevel g4 (.s(s[4]), .cout(c[4]), .a(a[4]), .b(b[4]), .c(c[3]));
fa_gatelevel g5 (.s(s[5]), .cout(c[5]), .a(a[5]), .b(b[5]), .c(c[4]));
fa_gatelevel g6 (.s(s[6]), .cout(c[6]), .a(a[6]), .b(b[6]), .c(c[5]));
fa_gatelevel g7 (.s(s[7]), .cout(c[7]), .a(a[7]), .b(b[7]), .c(c[6]));
fa_gatelevel g8 (.s(s[8]), .cout(c[8]), .a(a[8]), .b(b[8]), .c(c[7]));
fa_gatelevel g9 (.s(s[9]), .cout(c[9]), .a(a[9]), .b(b[9]), .c(c[8]));
fa_gatelevel g10 (.s(s[10]), .cout(c[10]), .a(a[10]), .b(b[10]), .c(c[9]));
fa_gatelevel g11 (.s(s[11]), .cout(c[11]), .a(a[11]), .b(b[11]), .c(c[10]));
fa_gatelevel g12 (.s(s[12]), .cout(c[12]), .a(a[12]), .b(b[12]), .c(c[11]));
fa_gatelevel g13 (.s(s[13]), .cout(c[13]), .a(a[13]), .b(b[13]), .c(c[12]));
fa_gatelevel g14 (.s(s[14]), .cout(c[14]), .a(a[14]), .b(b[14]), .c(c[13]));
fa_gatelevel g15 (.s(s[15]), .cout(c[15]), .a(a[15]), .b(b[15]), .c(c[14]));
fa_gatelevel g16 (.s(s[16]), .cout(c[16]), .a(a[16]), .b(b[16]), .c(c[15]));
fa_gatelevel g17 (.s(s[17]), .cout(c[17]), .a(a[17]), .b(b[17]), .c(c[16]));
fa_gatelevel g18 (.s(s[18]), .cout(c[18]), .a(a[18]), .b(b[18]), .c(c[17]));
fa_gatelevel g19 (.s(s[19]), .cout(c[19]), .a(a[19]), .b(b[19]), .c(c[18]));
fa_gatelevel g20 (.s(s[20]), .cout(c[20]), .a(a[20]), .b(b[20]), .c(c[19]));
fa_gatelevel g21 (.s(s[21]), .cout(c[21]), .a(a[21]), .b(b[21]), .c(c[20]));
fa_gatelevel g22 (.s(s[22]), .cout(c[22]), .a(a[22]), .b(b[22]), .c(c[21]));
fa_gatelevel g23 (.s(s[23]), .cout(c[23]), .a(a[23]), .b(b[23]), .c(c[22]));
fa_gatelevel g24 (.s(s[24]), .cout(c[24]), .a(a[24]), .b(b[24]), .c(c[23]));
fa_gatelevel g25 (.s(s[25]), .cout(c[25]), .a(a[25]), .b(b[25]), .c(c[24]));
fa_gatelevel g26 (.s(s[26]), .cout(c[26]), .a(a[26]), .b(b[26]), .c(c[25]));
fa_gatelevel g27 (.s(s[27]), .cout(c[27]), .a(a[27]), .b(b[27]), .c(c[26]));
fa_gatelevel g28 (.s(s[28]), .cout(c[28]), .a(a[28]), .b(b[28]), .c(c[27]));
fa_gatelevel g29 (.s(s[29]), .cout(c[29]), .a(a[29]), .b(b[29]), .c(c[28]));
fa_gatelevel g30 (.s(s[30]), .cout(c[30]), .a(a[30]), .b(b[30]), .c(c[29]));
fa_gatelevel g31 (.s(s[31]), .cout(cout), .a(a[31]), .b(b[31]), .c(c[30]));
endmodule

===== /design/flow/run.sh =====
#!/bin/bash
# OpenROAD 26Q1-2900-gdf79404cd8, Yosys 0.63+post, stock flow scripts
make -C /OpenROAD-flow-scripts/flow DESIGN_CONFIG=/design/flow/config.mk WORK_HOME=/design/flow/orfs finish

==> results_slide.txt <==
Flow Results at a Glance

Die
  – Chip area: 10200 um2
  – Die W: around 100 um
  – Initial Utilization: 14.0%
  – Die Y: around 100 um
  – # IOs: ~97
  – Row cnt: 29
  – Core area: roughly 6300 um2

Yosys
  – Seq/Total Area, Yosys: 0%
  – Yosys cell types: 4
  – Synth Instances: about 69
  – Post-synthesis cell area: 892 um2
  – Mean post-synth cell area: 12.9 um2
  – YS chip area: 892 um2
  – Warning count from the yosys run: 0
  – Yosys cell count: ~70

Power and ir drop
  – Switching Share: 25.0%
  – Internal power: approximately 26 uW
  – Peak supply drop: 0.00868 mV
  – Clock share of power: 0%
  – PD cells: between 20 and 25 nW/um2
  – Logic pwr share: 100.0%
  – Seq pwr share: 0%
  – P_sw: 8.68 uW
  – Leak: 0.000642 uW

Setup path
  – Critical path launch point type: input pin
  – Worst EP arrival: 19.29 ns
  – CP peak stage delay: 0.47 ns
  – CP top delay family: adder cells
  – Critical Path Sink Type: output pin
  – Peak fanout along the critical path: 1
  – Slowest cell on crit path: clkdlybuf4s50_1
  – Most used cell, CP: fa_1
  – Buffers and inverters on the worst path: 4
  – Setup CP Type: in -> out
  – WP data required: 23.92 ns

Clock tree
  – Post-CTS Hold Buffers: 0
  – Postcts setup bufs: 0
  – Post-CTS Resized: 0

Timing
  – Final worst-path cycle share: a little over four fifths
  – Setup ws final: 4.63 ns
  – Hold_ws: roughly 13 ns
  – Worst-Margin Slew: just over 0.1 ns
  – Post-layout min period: 25.27 ns
  – Final TNS setup: 0 ns
  – RSZ-0062 raised after global routing: no
  – Rel. slew slack: 93.1%
  – Slew Viols, Final: 0
  – Final setup fails: 0
  – F_max: 39.6 MHz
  – Endpoints failing hold: 0

Global routing
  – Gr usage total: under 10%
  – GRT overflow: 0
  – First-pass GRT wire length: 4440 um
  – Largest net degree at the start of global routing: 2
  – Initial antenna violation count: 0
  – Number of global-route vias before repair: 881

Flow run
  – Max Cap Viol: 0
  – Tally of OpenROAD warnings: 32

Route
  – # DRC: 0
  – Drt first pass iters: 2
  – Final WL: 2970 um
  – First-iteration detailed-routing DRC count: 1
  – Wire per inst: 14.1 um
  – Antenna cells: 0
  – Vias/cell: 3.36
  – Detailed-route via count: 708
  – Post-detailed-route count of antenna-violating nets: 0

Placement
  – Worst slack, placed: roughly 4.5 ns
  – Final HPWL DP: 3000 um
  – Buffers on Ports: between 90 and 100
  – Gpl congestion: 0.768

Cells and area
  – Register area: 0 um2
  – Clkbuf count: 0
  – Area delta synth->final: 92.7%
  – Flops: 0
  – Share of layout cells above drive strength 1: 0%

Hold path
  – Hold Crit Class: in -> out

Run status
  – Status: complete, no violations
## Yosys cell counts
cell type | n | area share [%]
inv_1 | 5 | 2.1
buf_4 | 32 | 27
fa_1 | 31 | 70
ha_1 | 1 | 1.4
## through the flow
stage                     total power (uW)  utilization [%]  instance area (um2)  cells
after floorplan                       16.9                -                  892     69
after global placement                35.9             27.1                 1720    211
after detailed placement              36.0             27.1                 1720    211
after CTS                             36.2             27.1                 1720    211
after global routing                  39.3             27.1                 1720    211
final                                 34.7             27.1                 1720    211
## final cells by class
cell class / instances / area, um2
fillers: 652 / 4630
repair buffers: 97 / 971
well taps: 77 / 96.3
inverters: 5 / 18.8
multi-input cells: 32 / 633
## final timing paths
path,startpoint,depth (start not counted),endpoint
min,b[0],3,s[0]
max,a[0],36,s[31]
## cell usage in the layout (no fill, tap or decap), drive strengths merged
cell type       n
clkdlybuf4s50  97
fa             31
inv             5
ha              1
## cell families after synthesis
logic type | synth area share (%)
adders and majority gates | 71.0
buffers and inverters | 29.0
## power by group through the flow
stage | clock, uW | combinational, uW | sequential, uW
CTS | 0 | 36.2 | 0
global route | 0 | 39.3 | 0
finish | 0 | 34.7 | 0
## per-layer routing
layer	vias up	track usage, %	wire length [um]
met3	0	6.65	1000
met5	-	0	0
li1	301	-	-
met2	86	7.71	1060
met1	321	5.78	910
met4	0	0	0
No activity file was given, so power comes from the tool's default toggle rates.

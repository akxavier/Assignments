==> design.v <==
module fa_dataflow (s, cout, a, b, c);
output s, cout;
input a, b, c;
wire s1, c1, c2;
ha_dataflow ha1 (.s(s1), .c(c1), .a(a), .b(b));
ha_dataflow ha2 (.s(s), .c(c2), .a(s1), .b(c));
assign cout = c1 | c2;
endmodule
module ha_dataflow (s, c, a, b);
output s, c;
input a, b;
assign s = a ^ b,
	c = a & b;
endmodule
module ripple_carry_dataflow32 (s, cout, a, b);
output [31:0] s;
output cout;
input [31:0] a, b;
wire [30:0] c;
fa_dataflow g0 (.s(s[0]), .cout(c[0]), .a(a[0]), .b(b[0]), .c(1'b0));
fa_dataflow g1 (.s(s[1]), .cout(c[1]), .a(a[1]), .b(b[1]), .c(c[0]));
fa_dataflow g2 (.s(s[2]), .cout(c[2]), .a(a[2]), .b(b[2]), .c(c[1]));
fa_dataflow g3 (.s(s[3]), .cout(c[3]), .a(a[3]), .b(b[3]), .c(c[2]));
fa_dataflow g4 (.s(s[4]), .cout(c[4]), .a(a[4]), .b(b[4]), .c(c[3]));
fa_dataflow g5 (.s(s[5]), .cout(c[5]), .a(a[5]), .b(b[5]), .c(c[4]));
fa_dataflow g6 (.s(s[6]), .cout(c[6]), .a(a[6]), .b(b[6]), .c(c[5]));
fa_dataflow g7 (.s(s[7]), .cout(c[7]), .a(a[7]), .b(b[7]), .c(c[6]));
fa_dataflow g8 (.s(s[8]), .cout(c[8]), .a(a[8]), .b(b[8]), .c(c[7]));
fa_dataflow g9 (.s(s[9]), .cout(c[9]), .a(a[9]), .b(b[9]), .c(c[8]));
fa_dataflow g10 (.s(s[10]), .cout(c[10]), .a(a[10]), .b(b[10]), .c(c[9]));
fa_dataflow g11 (.s(s[11]), .cout(c[11]), .a(a[11]), .b(b[11]), .c(c[10]));
fa_dataflow g12 (.s(s[12]), .cout(c[12]), .a(a[12]), .b(b[12]), .c(c[11]));
fa_dataflow g13 (.s(s[13]), .cout(c[13]), .a(a[13]), .b(b[13]), .c(c[12]));
fa_dataflow g14 (.s(s[14]), .cout(c[14]), .a(a[14]), .b(b[14]), .c(c[13]));
fa_dataflow g15 (.s(s[15]), .cout(c[15]), .a(a[15]), .b(b[15]), .c(c[14]));
fa_dataflow g16 (.s(s[16]), .cout(c[16]), .a(a[16]), .b(b[16]), .c(c[15]));
fa_dataflow g17 (.s(s[17]), .cout(c[17]), .a(a[17]), .b(b[17]), .c(c[16]));
fa_dataflow g18 (.s(s[18]), .cout(c[18]), .a(a[18]), .b(b[18]), .c(c[17]));
fa_dataflow g19 (.s(s[19]), .cout(c[19]), .a(a[19]), .b(b[19]), .c(c[18]));
fa_dataflow g20 (.s(s[20]), .cout(c[20]), .a(a[20]), .b(b[20]), .c(c[19]));
fa_dataflow g21 (.s(s[21]), .cout(c[21]), .a(a[21]), .b(b[21]), .c(c[20]));
fa_dataflow g22 (.s(s[22]), .cout(c[22]), .a(a[22]), .b(b[22]), .c(c[21]));
fa_dataflow g23 (.s(s[23]), .cout(c[23]), .a(a[23]), .b(b[23]), .c(c[22]));
fa_dataflow g24 (.s(s[24]), .cout(c[24]), .a(a[24]), .b(b[24]), .c(c[23]));
fa_dataflow g25 (.s(s[25]), .cout(c[25]), .a(a[25]), .b(b[25]), .c(c[24]));
fa_dataflow g26 (.s(s[26]), .cout(c[26]), .a(a[26]), .b(b[26]), .c(c[25]));
fa_dataflow g27 (.s(s[27]), .cout(c[27]), .a(a[27]), .b(b[27]), .c(c[26]));
fa_dataflow g28 (.s(s[28]), .cout(c[28]), .a(a[28]), .b(b[28]), .c(c[27]));
fa_dataflow g29 (.s(s[29]), .cout(c[29]), .a(a[29]), .b(b[29]), .c(c[28]));
fa_dataflow g30 (.s(s[30]), .cout(c[30]), .a(a[30]), .b(b[30]), .c(c[29]));
fa_dataflow g31 (.s(s[31]), .cout(cout), .a(a[31]), .b(b[31]), .c(c[30]));
endmodule
==> run.sh <==
#!/bin/bash
# OpenROAD 26Q1-2900-gdf79404cd8, Yosys 0.63+post, stock flow scripts
make -C /OpenROAD-flow-scripts/flow DESIGN_CONFIG=/design/flow/config.mk WORK_HOME=/design/flow/orfs finish
==> config.mk <==
export PLATFORM = sky130hd
export DESIGN_NAME = ripple_carry_dataflow32
export DESIGN_NICKNAME = ripple_carry_dataflow32
export VERILOG_FILES = /design/flow/design.v
export SDC_FILE = /design/flow/constraint.sdc
export NUM_CORES = 4
export LEC_CHECK = 1
export CORE_AREA = 10 10 91 91
export DIE_AREA = 0 0 101 101
==> constraint.sdc <==
current_design ripple_carry_dataflow32

set clk_period 39.8
set clk_io_pct 0.2

create_clock -name clk0 -period $clk_period

set non_clock_inputs [all_inputs -no_clocks]
set_input_delay [expr $clk_period * $clk_io_pct] -clock clk0 $non_clock_inputs
set_output_delay [expr $clk_period * $clk_io_pct] -clock clk0 [all_outputs]
==> CHANGELOG.md <==
## Implementation

- Number of global-route vias before repair: 927
- Tcrit/Tclk final: 73.5%
- Synth cell count leaders: 32 x buf_4, 31 x fa_1, 5 x inv_1
- CP startpoint kind: primary input
- Hold Worst Slack: 16.95 ns
- Final std cells w/o fill: 211
- CTS resizes: 0
- Synth warn: 0
- Seq share, synth: 0%
- Count of tool warnings: 32
- Least-Margin Pin Slew: 0.112 ns
- Total grt overflow: 0
- All-Layer GR Usage: 5.56%
- I/O pin count: 97
- Area leader share: 69.6%
- Critical Path Stages: 36
- Final Slew Violations: 0
- Setup violators final: 0
- Hold depth: 3
- Inst Count DP: 211
- Critical path arrival: 21.29 ns
- Slew Limit Headroom: 92.5%
- Minimum clock period: 29.25 ns
- Kind of critical path: primary input to output port
- N_diodes: 0
- Yosys cell count: 69
- Cell mode on critical path: fa_1
- Routed Antenna Nets: 0
- Crit end category: output port
- Total of max-cap violations: 0
- Critical path buffer and inverter count: 4
- Cell with the most instances after synthesis: buf_4
- # DRC: 0
- Peak supply drop: 5.70 uV
- Input/output buffers: 97
- Number of sequential cells: 0
- Avg Synthesized Cell Area: 12.9 um^2
- Post-route cell area: 1720 um^2
- Post-DP HPWL: 3010 um
- Slowest CP cell: clkdlybuf4s50_1
- Core Footprint: 6350 um^2
- Global placement routability congestion: 0.746
- Post-CTS Hold Buffers: 0
- Die width: 101 um
- DR vias/cell: 3.29
- Distinct lib cells: 4
- DP Area: 1720 um^2
- Post-Syn Area: 892 um^2
- Detailed Route WL: 3020 um
- CP max FO: 1
- Pwr dens: 15.1 nW/um^2
- F_max: 0.0342 GHz
- Layout cells sized above 1: 0%
- Fp_density: 14.0%
- Area leader, netlist: fa_1
- Fillers: 662
- Initial antenna violation count: 0
- Setup TNS: 0 ns
- Req. time, crit path: 31.84 ns
- Run status: complete, no violations
- Pre-CTS setup slack: 10.46 ns
- Final hold vios: 0
- Die Area: 10200 um^2
- Largest net degree at the start of global routing: 2
- Cells after Synth: 69
- Synth-to-layout area growth: 92.7%
- FF+latch area: 0 um^2
- LEAKAGE: 0.642 nW
- Crit-path leading delay family: adder cells
- CP peak stage delay: 0.47 ns
- Hold Crit Class: primary input to output port
- Setup WS post-layout: 10.55 ns
- RSZ-0062 raised after global routing: false
- Num rows: 29
- Vias: 694
- Final total power: 26.0 uW
- First-pass GRT wire length: 4500 um
- Drt initial violations: 0
- Post-DR wirelength/cell: 14.3 um
- Top post-synthesis cells by area: fa_1 70%, buf_4 27%, inv_1 2.1%, ha_1 1.4%
- Post-Route Utilization: 27.1%
- Clk_buf instances: 0
- Yosys stat chip area: 892 um^2
- Die Y: 101 um
- Pre-antenna DRT Iters: 1
- Post-CTS Setup Inserts: 0
power by group:
group          internal [mW]  switching [mW]
sequential                 0               0
combinational         0.0194         0.00654
clock                      0               0
total                 0.0194         0.00654
path summary, 6_finish.rpt:
path                  startpoint    end
worst max-delay path        a[0]  s[31]
worst min-delay path        b[0]   s[0]
layer usage:
layer  up-vias  wire, um  share of wire, %  track usage, %
li1        301         -                 -               -
met4         0         0                 0               0
met5         -         0                 0               0
met2        82      1070                36            8.11
met1       311      1080                36            5.86
met3         0       869                29            5.82
logic make-up after synthesis:
logic type	Yosys count	share of synthesized area (%)
fa+ha+maj	32	71.0
buf+inv	37	29.0
cells in the final DEF (no fill, tap or decap):
cell / n
fa_1: 31
inv_1: 5
ha_1: 1
clkdlybuf4s50_1: 97
area by class of cell:
type | count | area, um^2 | area share (%)
Inverter | 5 | 18.8 | 1.09
Multi-Input combinational cell | 32 | 633 | 36.8
Tap cell | 77 | 96.3 | 5.60
Timing Repair Buffer | 97 | 971 | 56.5
Power figures rest on the tool's default switching activity, not on a simulated workload.
